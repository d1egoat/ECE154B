==> design/flow/run.sh <==
#!/bin/bash
# OpenROAD 26Q1-2900-gdf79404cd8, Yosys 0.63+post, stock flow scripts
make -C /OpenROAD-flow-scripts/flow DESIGN_CONFIG=/design/flow/config.mk WORK_HOME=/design/flow/orfs finish
==> design/flow/config.mk <==
export PLATFORM = sky130hd
export DESIGN_NAME = ucsbece154_dmem
export DESIGN_NICKNAME = ucsbece154_dmem
export VERILOG_FILES = /design/flow/design.v
export SDC_FILE = /design/flow/constraint.sdc
export NUM_CORES = 4
export LEC_CHECK = 1
export CORE_UTILIZATION = 30
==> design/flow/constraint.sdc <==
current_design ucsbece154_dmem

set clk_period 53.7
set clk_io_pct 0.2

create_clock -name clk0 -period $clk_period [get_ports {clk}]

set non_clock_inputs [all_inputs -no_clocks]
set_input_delay [expr $clk_period * $clk_io_pct] -clock clk0 $non_clock_inputs
set_output_delay [expr $clk_period * $clk_io_pct] -clock clk0 [all_outputs]
==> design/flow/design.v <==
module ucsbece154_dmem #(
    parameter DATA_SIZE = 64
) (
    input               clk, we_i,
    input        [31:0] a_i,
    input        [31:0] wd_i,
    output wire  [31:0] rd_o
);
reg [31:0] DATA [0:DATA_SIZE-1];
localparam DATA_START = 32'h10000000;
localparam DATA_END   = (((DATA_START + (DATA_SIZE*4))<(32'h80000000))?(DATA_START + (DATA_SIZE*4)):(32'h80000000));
localparam DATA_ADDRESS_WIDTH = $clog2(DATA_SIZE);
wire data_enable = (DATA_START <= a_i) && (a_i < DATA_END);
wire [DATA_ADDRESS_WIDTH-1:0] data_address = a_i[2 +: DATA_ADDRESS_WIDTH]-(DATA_START[2 +: DATA_ADDRESS_WIDTH]);
wire [31:0] data_data = DATA[ data_address ];
assign rd_o =
    data_enable ? data_data :
    {32{1'bz}};  
always @ (posedge clk) begin
    if (we_i) begin
        if (we_i && data_enable)
            DATA[data_address] <= wd_i;
    end
end
endmodule
==> out/qor.yml <==
dp.final_hpwl_microns: 122100
ys_sh_aoi_pct: 11.64
rows: 186
logic_area_sq_um: 15190
cp_max_fo: 56
vias: 44460
min_to: "DATA[44][4]"
hold_viol: 0
fp_util_pct: 30.20
path_buffers: 7
internal_power_mw: 2.539
drt-initial-drc-count: 3355
fin_crit_ns: 26.53
p_per_area_nw_per_um2: 36.26
globalplace.congestion: 0.8529
synth-main-ff-cell: "edfxtp_1"
die_w_microns: 510.8
grt_max_degree: 92
fmax_mhz: 37.69
grt_usage_pct: 18.50
first_pass_iters: 6
hold_path_depth: 2
fin_util_pct: 34.72
h-tree-depth: 4
warnings: 28
wire_per_inst_microns: 28.26
slew_violations: 0
final_cell_mix: "edfxtp_1 (2048), a221oi_1 (437), a22oi_1 (295), nor2_1 (227), clkbuf_16 (199)"
ys.flops: 2048
synth_stat.cells: 4407
gr-total-overflow: 0
fin_crit_sh_pct: 49.41
p_comb_share_pct: 5.4
top_logic_kind: "AND-OR/OR-AND gates"
relSlewSlack_pct: 22.63
postCtsHoldBufs: 0
swShare_pct: 21.56
crit_family: "buffers and inverters"
cts_tree: "done"
cts_max_path_buffers: 3
peakVddDrop_mv: 0.02370
dieArea_sq_um: 260900
crit_slowest_cell: "nor3_1"
io_buffers: 95
yosys.area_share.adder_pct: 0
synth_warnings: 2
syn-cell-area_sq_um: 77660
drv_cap: 0
drive_above_1_share_pct: 14.75
ys_seq_share_pct: 79.19
power_frac_clock_pct: 40.3
worstMarginPinSlew_ns: 1.148
crit_chain: "buf_8, buf_4, buf_4, inv_6, buf_4, nand2_1, buf_4, o22ai_1, nor3_1, nand4_1, or4_1, clkdlybuf4s50_1"
worstPathArrival_ns: 15.79
p_sw_mw: 0.6980
hold_start: "wd_i[4]"
regArea_sq_um: 61500
n_fill_cell: 23420
reg.largest.list: "DATA (2048)"
drcViolationCount: 0
root_buffer: "clkbuf_16"
regMostFlops: "DATA"
xor_area_share_pct: 0
io_pins: 98
cts_buffers: 194
synth-simple-area-share_pct: 3.183
worstPathRequired_ns: 42.96
setup_viol: 0
routed_wl_microns: 228500
avgSynthCellArea_sq_um: 17.62
layout.cells.most_common: "edfxtp_1"
clkSinkCount: 2048
antenna_found_initial: 7
ys_types: 57
grt_pass1_wl_microns: 326300
ant_nets: 0
core_area_sq_um: 257200
cts.clk_slew.worst_paths_ns: 0.06
post_cts_buffers: 0
via_per_inst: 5.498
critPathCaptureType: "output pin"
worst_hold_path_type: "in2reg"
synthArstFlopShare_pct: 0
max_stage_delay_ns: 0.70
die_h_microns: 510.8
edf_count: 2048
synthToLayoutAreaGrowth_pct: 14.96
cts_resized: 0
outcome: "finished clean"
leakagePower_nw: 26.86
crit_start: "a_i[4]"
grt_pass1_vias: 46700
tns_ns: 0
yosysChipArea_sq_um: 77660
crit_type: "in2out"
cp_common_cell: "buf_4"
largest_reg_flops: 2048
syn_inst: 4407
seqPwrFrac_pct: 54.3
critPathLaunchType: "input port"
synth.area.mux_share_pct: 4.018
rsz0062_at_grt: "no"
[worst max-delay path by stage]
| stage | end | slack, ns | depth (start not counted) |
|---|---|---|---|
| 6_report | rd_o[25] | 27.17 | 12 |
| 5_1_grt | rd_o[25] | 27.07 | 12 |
| 4_1_cts | rd_o[25] | 27.25 | 12 |
[kinds of logic (layout without fill, tap and decap cells)]
group / count (synthesis) / count (layout)
flops: 2048 / 2048
compound gates: 1215 / 1215
simple gates: 546 / 546
buf+inv: 350 / 642
mux: 248 / 248
other cells: 0 / 4
[cell type report]
cell class	instances	share of cell area, %
sequential	2048	68.88
clock inverter	109	0.9445
antenna	4	0.01121
multi-input combinational	2009	17.01
inverter	3	0.02382
timing repair buffer	283	2.604
tap	3384	4.742
clock buffer	247	5.779
[cells in the mapped netlist (13+ instances only)]
master,count,share of area [%]
mux4_2,42,1.2
a221o_1,14,0.18
mux2i_1,119,1.5
a31oi_1,14,0.11
nor2_1,294,1.4
a22oi_1,295,2.9
a21oi_1,118,0.76
mux2_2,86,1.2
nor3_1,104,0.67
buf_1,57,0.28
o22ai_1,120,0.97
edfxtp_1,2048,79
o2bb2ai_1,13,0.15
nand4_1,30,0.24
buf_2,134,0.86
nor4_1,17,0.14
clkbuf_1,145,0.70
a221oi_1,437,4.9
and3_1,16,0.13
o21ai_0,131,0.84
nand2_1,39,0.19
nor2b_1,17,0.14
a211oi_1,15,0.14
[power groups by stage]
stage	clock network (mW)	logic [mW]	registers [mW]
4_1_cts	1.32	0.175	1.76
5_1_grt	1.38	0.188	1.76
6_report	1.30	0.175	1.76
[per-layer routing]
layer  GRT usage [%]  up-vias  wire (microns)
li1                -    18770               -
met1           19.81    22000           74070
met2           27.31     3183          104800
met3           15.26      482           40850
met4           5.267       28            7928
met5           2.758        -             917
[stage by stage]
step	std cells	hold slack, ns	area (sq um)	worst slack, ns	total power, mW
2_1_floorplan	4407	10.84	77660	30.70	1.874
3_3_place_gp	7727	11.38	83270	27.25	1.964
3_5_place_dp	7727	11.40	83270	27.26	1.966
4_1_cts	8083	10.49	89270	27.25	3.252
5_1_grt	8084	10.54	89270	27.07	3.323
6_report	8087	10.53	89280	27.17	3.237
Power figures rest on the tool's default switching activity, not on a simulated workload.
